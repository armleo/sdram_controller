## flow/constraint.sdc

```tcl
current_design sdram_controller

set clk_period 6.3
set clk_io_pct 0.2

create_clock -name clk0 -period $clk_period [get_ports {clk}]

set non_clock_inputs [all_inputs -no_clocks]
set_input_delay [expr $clk_period * $clk_io_pct] -clock clk0 $non_clock_inputs
set_output_delay [expr $clk_period * $clk_io_pct] -clock clk0 [all_outputs]
```

## flow/run.sh

```bash
#!/bin/bash
# OpenROAD 26Q1-2900-gdf79404cd8, Yosys 0.63+post, stock flow scripts
make -C /OpenROAD-flow-scripts/flow DESIGN_CONFIG=/design/flow/config.mk WORK_HOME=/design/flow/orfs finish
```

## flow/design.v

```verilog
module sdram_controller(
	input 	wire 		clk,
	input	wire		arst_n,
	input	wire		clk_90_degree,
	output reg			init_done,
	input	wire [ADDR_WIDTH-1:0]			dbus_address,
	input	wire [$clog2(BURST_MAX):0]		dbus_burstcount,
	input	wire 							dbus_read,
	output	reg 							dbus_readdatavalid,
	output	wire [(8 * BYTE_AMOUNT)-1:0]	dbus_readdata,
	input	wire							dbus_write,
	input	wire [(8 * BYTE_AMOUNT)-1:0]	dbus_writedata,
	input	wire [BYTE_AMOUNT-1:0]			dbus_byteenable,
	output	reg								dbus_waitrequest,
	output	wire							sdram_CLK,
	output	reg								sdram_CKE,
	output	wire							sdram_nCS,
	output	wire							sdram_nRAS,
	output	wire							sdram_nCAS,
	output	wire							sdram_nWE,
	output	reg  [BANK_WIDTH-1 		:0]		sdram_BA = {BANK_WIDTH{1'b0}},
	output	reg  [ROW_WIDTH-1  		:0]		sdram_ADDR = {ROW_WIDTH{1'd0}},
	output	wire  [BYTE_AMOUNT-1	:0]			sdram_DM,
	inout	wire [(8 * BYTE_AMOUNT)-1:0]	sdram_DQ
);
parameter CLK_TIME = 18;	 
parameter tRP = 18;				 
parameter tRFC = 66;			 
parameter tMRD = 2;				 
parameter tREF = 64000000;		 
parameter tRCD = 18;			 
parameter tCAS = 3'd3;			 
localparam tWR = 2;				 
localparam INIT_100US_DELAY_CKS = 100_000 / CLK_TIME;
localparam PRECHARGE_DELAY_CKS = (tRP + (CLK_TIME/2)) / CLK_TIME;
localparam AUTOREFRESH_DELAY_CKS = (tRFC + (CLK_TIME/2)) / CLK_TIME;
localparam MODE_REGISTER_DELAY_CKS = tMRD;
localparam ACTIVATE_DELAY_CKS = (tRCD + (CLK_TIME/2)) / CLK_TIME;
localparam REFRESH_CKS = (tREF / REFRESH_CYCLES - CLK_TIME) / CLK_TIME;
localparam REFRESH_CYCLES = 2**ROW_WIDTH;
parameter WORD_WIDTH	= 1;
parameter COL_WIDTH		= 9;
parameter BANK_WIDTH	= 2;
parameter ROW_WIDTH		= 13;
parameter BURST_MAX		= 64;
localparam ADDR_WIDTH   = WORD_WIDTH + COL_WIDTH + BANK_WIDTH + ROW_WIDTH;
localparam BYTE_AMOUNT  = 2**WORD_WIDTH;
localparam BANK_AMOUNT = 2**BANK_WIDTH;
reg [ADDR_WIDTH-1:0] r_dbus_address = 0;
wire [ROW_WIDTH-1:0] avl_row = r_dbus_address[WORD_WIDTH + COL_WIDTH + BANK_WIDTH + ROW_WIDTH - 1 : WORD_WIDTH + COL_WIDTH + BANK_WIDTH];
wire [BANK_WIDTH-1:0] avl_bank = r_dbus_address[WORD_WIDTH + COL_WIDTH + BANK_WIDTH - 1 : WORD_WIDTH + COL_WIDTH];
wire [COL_WIDTH-1:0] avl_col = r_dbus_address[WORD_WIDTH + COL_WIDTH - 1 : WORD_WIDTH];
localparam 	STATE_INIT_WAIT 				= 5'd0,
			STATE_NOP						= 5'd1,
			STATE_INIT_PRECHARGE_ALL 		= 5'd2,
			STATE_INIT_ISSUE_AUTOREFRESH_1 	= 5'd3,
			STATE_INIT_ISSUE_AUTOREFRESH_2 	= 5'd4,
			STATE_INIT_ISSUE_MRS			= 5'd5,
			STATE_IDLE						= 5'd6,
			STATE_CLOSE_ALL_BANKS			= 5'd7,
			STATE_AUTO_REFRESH				= 5'd8,
			STATE_ACTIVATE					= 5'd9,
			STATE_WRITE_BEGIN				= 5'd10,
			STATE_READ						= 5'd11,
			STATE_WRITE						= 5'd12,
			STATE_WRITE_BURST_STOP			= 5'd13
			;
assign sdram_CLK = clk_90_degree;
reg [3:0] command;
assign sdram_nCS = command[3];
assign sdram_nRAS = command[2];
assign sdram_nCAS = command[1];
assign sdram_nWE = command[0];
localparam 	COMMAND_NOP = 4'b0111,
			COMMAND_ACTIVE = 4'b0011,
			COMMAND_READ = 4'b0101,
			COMMAND_WRITE = 4'b0100,
			COMMAND_BST = 4'b0110,
			COMMAND_PRECHARGE = 4'b0010,
			COMMAND_AUTOREFRESH = 4'b0001,
			COMMAND_LMR = 4'b0000
			;
reg [4:0] state = STATE_INIT_WAIT;
reg [4:0] nxt_state = STATE_INIT_WAIT;
reg [31:0] delay_counter = 0;
reg refresh_counter_enable = 0;
reg [15:0] refresh_counter = 0;
reg [$clog2(BURST_MAX+1):0] burst_remaining = 0;
reg [$clog2(BURST_MAX+2):0] read_counter; 
reg force_datamask;
assign sdram_DQ = (state == STATE_WRITE || state == STATE_WRITE_BEGIN) ? dbus_writedata : {BYTE_AMOUNT*8{1'bZ}};
assign sdram_DM = (~dbus_byteenable) | {BYTE_AMOUNT{force_datamask}};
assign dbus_readdata = sdram_DQ;
always @* begin
	dbus_readdatavalid = 0;
	sdram_CKE = 1;
	sdram_BA = avl_bank;
	sdram_ADDR = {ROW_WIDTH{1'b0}};
	force_datamask = 0;
	command = COMMAND_NOP;
	dbus_waitrequest = 1;
	case (state)
		STATE_INIT_WAIT: begin
			sdram_CKE = 0;
			command = COMMAND_NOP;
			sdram_BA = 0;
		end
		STATE_INIT_PRECHARGE_ALL: begin
			command = COMMAND_PRECHARGE;
			sdram_ADDR[10] = 1'd1;
			force_datamask = 1;
			sdram_BA = 0;
		end
		STATE_INIT_ISSUE_AUTOREFRESH_1: begin
			command = COMMAND_AUTOREFRESH;
			sdram_BA = 0;
		end
		STATE_INIT_ISSUE_AUTOREFRESH_2: begin
			sdram_BA = 0;
			command = COMMAND_AUTOREFRESH;
		end
		STATE_INIT_ISSUE_MRS: begin
			sdram_BA = 0;
			command = COMMAND_LMR;
			sdram_ADDR = {
				1'b0,		 
				2'b00,		 
				tCAS,		 
				4'b0111		 
			};
		end
		STATE_AUTO_REFRESH: begin
			command = COMMAND_AUTOREFRESH;
		end
		STATE_CLOSE_ALL_BANKS: begin
			command = COMMAND_PRECHARGE;
			force_datamask = 1;
			sdram_ADDR = {ROW_WIDTH{1'd1}};
		end
		STATE_ACTIVATE: begin
			command = COMMAND_ACTIVE;
			sdram_ADDR = avl_row;
			sdram_BA = avl_bank;
		end
		STATE_WRITE_BEGIN: begin
			command = COMMAND_WRITE;
			sdram_ADDR = avl_col;
			sdram_BA = avl_bank;
			dbus_waitrequest = 0;
		end
		STATE_WRITE: begin
			dbus_waitrequest = 0;
			command = COMMAND_NOP;
		end
		STATE_WRITE_BURST_STOP: begin
			command = COMMAND_BST;
		end
		STATE_READ: begin
			if(read_counter == 0) begin
				command = COMMAND_READ;
				sdram_ADDR = avl_col;
				sdram_BA = avl_bank;
			end else if(read_counter == burst_remaining) begin
				command = COMMAND_BST;
			end else begin
				command = COMMAND_NOP;
			end
			if((read_counter > tCAS-1) && (read_counter < burst_remaining + tCAS)) begin
				dbus_readdatavalid = 1;
				dbus_waitrequest = 0;
			end else begin
				dbus_readdatavalid = 0;
				dbus_waitrequest = 1;
			end
		end
		STATE_IDLE: begin
			dbus_waitrequest = (dbus_read || dbus_write);
			command = COMMAND_NOP;
		end
		default: begin
			command = COMMAND_NOP;
		end
	endcase
end 
initial begin
	delay_counter <= 0;
	state <= STATE_INIT_WAIT;
	refresh_counter_enable <= 0;
	refresh_counter <= 0;
	init_done <= 0;
end
always @(posedge clk or negedge arst_n) begin
	if(!arst_n) begin
		delay_counter <= 0;
		state <= STATE_INIT_WAIT;
		refresh_counter_enable <= 0;
		refresh_counter <= 0;
		init_done <= 0;
	end else begin
		if(refresh_counter_enable) begin
			refresh_counter <= refresh_counter + 16'd1;
		end
		case (state)
			STATE_NOP: begin
				if(delay_counter > 0)
					delay_counter <= delay_counter - 1'd1;
				else
					state <= nxt_state;
			end
			STATE_INIT_WAIT: begin
				state <= STATE_NOP;
				nxt_state <= STATE_INIT_PRECHARGE_ALL;
				delay_counter <= INIT_100US_DELAY_CKS - 1'd1;
			end
			STATE_INIT_PRECHARGE_ALL: begin
				state <= STATE_NOP;
				nxt_state <= STATE_INIT_ISSUE_AUTOREFRESH_1;
				delay_counter <= PRECHARGE_DELAY_CKS - 1'd1;
			end
			STATE_INIT_ISSUE_AUTOREFRESH_1: begin
				state <= STATE_NOP;
				nxt_state <= STATE_INIT_ISSUE_AUTOREFRESH_2;
				delay_counter <= AUTOREFRESH_DELAY_CKS - 1'd1;
			end
			STATE_INIT_ISSUE_AUTOREFRESH_2: begin
				state <= STATE_NOP;
				nxt_state <= STATE_INIT_ISSUE_MRS;
				delay_counter <= AUTOREFRESH_DELAY_CKS - 1'd1;
			end
			STATE_INIT_ISSUE_MRS: begin
				state <= STATE_NOP;
				nxt_state <= STATE_IDLE;
				delay_counter <= MODE_REGISTER_DELAY_CKS - 1'd1;
				refresh_counter <= 0;
				refresh_counter_enable <= 1;
			end
			STATE_IDLE: begin
				init_done <= 1;
				if(refresh_counter >= REFRESH_CKS) begin
					state <= STATE_AUTO_REFRESH;
				end else if(dbus_read) begin
					state <= STATE_ACTIVATE;
					nxt_state <= STATE_READ;
					burst_remaining <= dbus_burstcount;
					read_counter <= 0;
					r_dbus_address <= dbus_address;
				end else if(dbus_write) begin
					state <= STATE_ACTIVATE;
					nxt_state <= STATE_WRITE_BEGIN;
					burst_remaining <= dbus_burstcount;
					r_dbus_address <= dbus_address;
				end
			end
			STATE_CLOSE_ALL_BANKS: begin
				state <= STATE_NOP;
				nxt_state <= STATE_IDLE;
				delay_counter <= PRECHARGE_DELAY_CKS - 1'd1;
			end
			STATE_AUTO_REFRESH: begin
				refresh_counter <= refresh_counter - REFRESH_CKS;
				delay_counter <= AUTOREFRESH_DELAY_CKS - 1'd1;
				state <= STATE_NOP;
				nxt_state <= STATE_IDLE;
			end
			STATE_ACTIVATE: begin
				state <= STATE_NOP;
				delay_counter <= ACTIVATE_DELAY_CKS - 1'd1;
			end
			STATE_WRITE_BEGIN: begin
				if(burst_remaining == 1)
					state <= STATE_WRITE_BURST_STOP;
				else begin
					state <= STATE_WRITE;
					burst_remaining <= burst_remaining - 1'd1;
				end
			end
			STATE_WRITE: begin
				if(burst_remaining > 1) begin
					burst_remaining <= burst_remaining - 1'd1;
				end else begin
					state <= STATE_WRITE_BURST_STOP;
				end
			end
			STATE_WRITE_BURST_STOP: begin
				state <= STATE_NOP;
				delay_counter <= tWR - 1'd1;
				nxt_state <= STATE_CLOSE_ALL_BANKS;
			end
			STATE_READ: begin
				read_counter <= read_counter + 1'd1;
				if(read_counter == burst_remaining + tCAS + 1)
					state <= STATE_CLOSE_ALL_BANKS;
			end
		endcase
	end
end
endmodule
```

## flow/config.mk

```make
export PLATFORM = sky130hd
export DESIGN_NAME = sdram_controller
export DESIGN_NICKNAME = sdram_controller
export VERILOG_FILES = /design/flow/design.v
export SDC_FILE = /design/flow/constraint.sdc
export NUM_CORES = 4
export LEC_CHECK = 1
export CORE_UTILIZATION = 50
```

==> metrics.cfg <==
[critical_path]
critical_path_class = reg -> out
critPathBufInv = 2
reg2regPathDepth = 8
crit_slowest_cell = dfrtp_1
crit_path_max_fanout = 25
slowest_delay_ns = 0.65
timing.rr.start = refresh_counter[0]
required_ns = 5.04
r2r-end = nxt_state[3]
r2r_slack_ns = 3.12
start_kind = flip-flop
end_kind = primary output
worstPathCellList = or2_2, nor3_1, clkinv_1, clkdlybuf4s50_1
cp-endpoint = sdram_CKE
crit_family = simple AND/OR/NAND/NOR gates
cp_data_arrival_time_ns = 3.02
startpoint = state[0]
cp.depth = 4

[route]
antenna-diode-count = 0
ant_nets = 0
finalWirelength_mm = 15.59
dr.first_iter.drc_count = 517
routed-via-count = 5648
post_drt_wl_per_cell_um = 16.80
dr.pass1.iters = 5
drc = 0
drt-vias-per-instance = 6.086

[place]
post-dp-hpwl_mm = 10.66
dp_cells = 912
port_buffers = 60
gp_congestion = 0.9050

[floorplan]
core-area_sq_um = 12770
dieArea_sq_um = 13750
dieHeight_um = 117.3
num_io_pins = 113
core_util_floorplan_pct = 51.99
rows = 41
die_w_um = 117.3

[clock_tree]
hold_buffers = 0
clock-sinks = 98
cts_root_buf = clkbuf_16
clock.latency.late_pin_ns = 0.35
path_clk_slew_ns = 0.07
cts_made_buffers = 9
cts_setup_buffers = 0
h-tree-depth = 3
cts_resized = 0
cts_tree = yes
clock_path_buffers = 2

[run]
drv_cap = 0
warning_count = 34

[final_timing]
setup_viol = 0
finalClockSkew_ns = 0.004573
timing.hold.ws_ns = 0.4766
final.min_clock_period_ns = 4.284
fmax_mhz = 233.4
tns_ns = 0
rsz0062_at_grt = false
worst_pin_slew_ns = 0.7833
fin_crit_sh_pct = 68.01
hold_viol = 0
maxSlewHeadroom_pct = 47.23
maxSlewViolCount = 0

[grt]
grt_pass1_vias = 4926
grtUsageTotal_pct = 23.98
grt_pass1_wl_mm = 24.70
grt_max_degree = 54
antenna_found_initial = 0
overflow = 0

[cells_and_area]
drive_gt1_share_pct = 6.217
n_fill_cell = 1115
stdcell_count = 928
regArea_sq_um = 2673
logic_area_sq_um = 3447
area_delta_synth_final_pct = 11.76

[pwr]
peakVddDrop_mv = 0.1317
powerDensity_nw_per_um2 = 173.8
leakagePower_nw = 2.889

[yosys]
ys_seq_share_pct = 40.24
edf_count = 44
yosysCellCount = 746
ys_chip_area_sq_um = 6641
syn_inst = 746
ys_types = 76
ys_seq_elements = 98
syn-cell-area_sq_um = 6641
yosysWarnings = 2
ff_type = dfrtp_1
synth.avg_cell_area_sq_um = 8.903
async_flop_share_pct = 55.10

[status]
status = finished clean

[min_path]
hold_path.class = reg -> reg
worstHoldStart = init_done

==> per-stage QoR <==
step	cell area (sq um)	total power, mW	setup WS [ns]	utilization [%]
after floorplan	6641	0.6950	3.090	-
after global placement	7103	0.7141	2.338	55.61
after detailed placement	7103	0.7144	2.333	55.61
after CTS	7422	1.311	2.026	58.11
after global routing	7422	1.335	1.765	58.11
final	7422	1.290	2.016	58.11
==> power breakdown <==
| part | switching [mW] | internal (mW) | leakage [nW] | total, mW |
|---|---|---|---|---|
| Combinational | 0.0126 | 0.0215 | 1.64 | 0.0341 |
| Clock | 0.242 | 0.347 | 0.148 | 0.589 |
| Sequential | 0 | 0.667 | 1.11 | 0.667 |
| Total | 0.255 | 1.03 | 2.89 | 1.29 |
==> how the worst min path moves through the flow <==
| stage | to | cells past startpoint | slack, ns |
|---|---|---|---|
| CTS | init_done | 1 | 0.48 |
| global route | init_done | 1 | 0.50 |
| finish | init_done | 1 | 0.48 |
==> synth_stat cells, types with 6 or more instances <==
cell	count	area share, %
clkbuf_1	33	1.9
o22ai_1	6	0.57
a31oi_1	9	0.85
edfxtp_1	44	20
nand2_1	63	3.6
buf_4	36	4.1
o31ai_1	11	1.2
nor2_1	63	3.6
nor4_1	11	1.0
dfrtp_1	54	20
a221o_1	9	1.4
nor2b_1	16	1.5
and3_1	10	0.94
a21oi_1	54	4.1
buf_2	6	0.45
inv_1	19	1.1
o21ai_0	49	3.7
ha_1	20	3.8
nand4_1	10	0.94
or4_1	12	1.4
or3_1	14	1.3
o211ai_1	7	0.79
xor2_1	10	1.3
nor3_1	24	1.8
o21a_1	6	0.68
xnor2_1	19	2.5
nand2b_1	16	1.5
nand3_1	22	1.7
==> layer usage <==
layer / routed length [um] / global-route usage (%)
met4: 157 / 2.616
met2: 6970 / 35.49
met3: 1273 / 6.555
met1: 7189 / 38.19
met5: 0 / 0
==> cell families after synthesis <==
kind of cell | after synthesis | share of synthesized area (%)
AND-OR/OR-AND | 207 | 20.61
XOR/XNOR | 30 | 4.182
adder cells (fa/ha/maj) | 20 | 3.768
buffers and inverters | 99 | 7.856
flip-flops | 98 | 40.24
multiplexers | 4 | 0.6405
other | 1 | 0.05646
AND/OR/NAND/NOR | 287 | 22.65
==> state kept, by name, summed over array words and instances (netlist names) <==
register                flops
nxt_state                   4
refresh_counter            16
init_done                   1
burst_remaining             8
r_dbus_address             24
refresh_counter_enable      1
delay_counter              32
read_counter                8
state                       4
==> layout make-up <==
cell class	instances	share of cell area (%)
Sequential cell	98	36.01
Inverter	20	1.011
Clock buffer	9	3.034
Clock inverter	7	1.264
Timing Repair Buffer	73	9.339
Multi-Input combinational cell	549	46.44
Tap cell	172	2.900
==> placed cells by master (no fill, tap or decap), types with 10 or more instances in the layout <==
cell type / n
inv_1: 19
nor4_1: 11
buf_4: 13
o21ai_0: 49
nand2_1: 63
and3_1: 10
nor2_1: 63
edfxtp_1: 44
xor2_1: 10
nor2b_1: 16
nand3_1: 22
clkdlybuf4s50_1: 59
nand2b_1: 16
or4_1: 12
dfrtp_1: 54
nor3_1: 24
nand4_1: 10
o31ai_1: 11
xnor2_1: 19
a21oi_1: 54
or3_1: 14
ha_1: 20
Power is estimated from default activity; no workload was simulated.
